$ cat ./config.mk
export PLATFORM = sky130hd
export DESIGN_NAME = DataMemory
export DESIGN_NICKNAME = DataMemory
export VERILOG_FILES = /design/flow/design.v
export SDC_FILE = /design/flow/constraint.sdc
export NUM_CORES = 4
export LEC_CHECK = 1
export CORE_UTILIZATION = 30
export SYNTH_HDL_FRONTEND = slang
$ cat ./constraint.sdc
current_design DataMemory

set clk_period 1.0
set clk_io_pct 0.2

create_clock -name clk0 -period $clk_period

set non_clock_inputs [all_inputs -no_clocks]
set_input_delay [expr $clk_period * $clk_io_pct] -clock clk0 $non_clock_inputs
set_output_delay [expr $clk_period * $clk_io_pct] -clock clk0 [all_outputs]
$ cat ./design.v
`timescale 1ns / 1ps
module DataMemory(
input [31:0] result, 
input [31:0] read_data2, 
input RD, 
input WR, 
input ALUM2Reg, 
output [31:0] write_data
    );
	reg [7:0] register [0:255];
	reg [31:0] data_stream;
	always@(RD or WR or result) begin
		if (RD == 1 && WR == 0) begin
			data_stream[31:24] = register[result<<2];
			data_stream[23:16] = register[(result<<2)+1];
			data_stream[15:8] = register[(result<<2)+2];
			data_stream[7:0] = register[(result<<2)+3];			
		end
		else if (RD == 0 && WR == 1) begin
			register[(result<<2)] = read_data2[31:24];
			register[(result<<2)+1] = read_data2[23:16];
			register[(result<<2)+2] = read_data2[15:8];
			register[(result<<2)+3] = read_data2[7:0];
		end
	end
	assign write_data = (ALUM2Reg)?data_stream:result;
endmodule
$ cat ./run.sh
#!/bin/bash
# OpenROAD 26Q1-2900-gdf79404cd8, Yosys 0.63+post, stock flow scripts
make -C /OpenROAD-flow-scripts/flow DESIGN_CONFIG=/design/flow/config.mk WORK_HOME=/design/flow/orfs finish
==> insert_results.sql <==
-- physical implementation figures
INSERT INTO impl_metrics (metric_group, metric, value, unit) VALUES
('drt', 'top_signal_layer_used', 'met5', ''),
('power_and_ir_drop', 'power.density_cell_area', '217.8', 'mW/mm^2'),
('layout', 'final_layout_size_suffix_gt1_share', '37.30', '%'),
('setup_path', 'worst-endpoint-required', '0.80', 'ns'),
('setup_path', 'capture_point_of_the_critical_path', 'write_data[18]', ''),
('sta', 'fmax', '752.8', 'MHz'),
('logic_synthesis', 'yosys_warnings', '0', ''),
('sta', 'rsz0062_at_grt', 'true', ''),
('logic_synthesis', 'synth_top_cell_by_area', 'dlxtp_1', ''),
('layout', 'layoutNonFillerInstCount', '9210', ''),
('place', 'port_buffers', '99', ''),
('logic_synthesis', 'synthesis.instances', '6586', ''),
('sta', 'fin_hold_ws', '0.6804', 'ns'),
('logic_synthesis', 'ys.flops', '2080', ''),
('logic_synthesis', 'synth_xor_xnor_area_share', '0', '%'),
('drt', 'wl', '256300', 'um'),
('sta', 'unconstrained_endpoints', '2080', ''),
('logic_synthesis', 'most_common_cell', 'dlxtp_1', ''),
('power_and_ir_drop', 'internal_power', '6.486', 'mW'),
('global_routing', 'largest_net_degree_at_the_start_of_global_routing', '150', ''),
('global_routing', 'grt_pass1_wl', '370200', 'um'),
('logic_synthesis', 'synth_simple_gate_area_share', '4.105', '%'),
('place', 'dp.cells', '9177', ''),
('layout', 'finalInstanceArea', '0.07339', 'mm^2'),
('drt', 'drt-pass1-iter-count', '6', ''),
('power_and_ir_drop', 'cellLeakagePower', '30.39', 'nW'),
('drt', 'num_vias', '52460', ''),
('sta', 'final_hold_viol_count', '0', ''),
('global_routing', 'antenna_found_initial', '23', ''),
('logic_synthesis', 'synth_stat.cells', '6586', ''),
('floorplanning', 'floorplan.die.height', '485.4', 'um'),
('logic_synthesis', 'edf_count', '0', ''),
('logic_synthesis', 'yosys-mux-area-fraction', '29.89', '%'),
('power_and_ir_drop', 'total_switching_power', '9.499', 'mW'),
('status', 'status', 'finished, violations left', ''),
('logic_synthesis', 'yosysChipArea', '0.07011', 'mm^2'),
('power_and_ir_drop', 'ir_drop', '0.2114', 'mV'),
('place', 'dpl_cell_area', '0.07302', 'mm^2'),
('floorplanning', 'core_area', '0.2325', 'mm^2'),
('sta', 'worst_slack', '-0.3284', 'ns'),
('status', 'violations_in_the_final_reports', 'negative setup slack', ''),
('logic_synthesis', 'leading_cell_types_by_count_after_synthesis', 'dlxtp_1 (2,080), mux2_2 (1,699), clkbuf_1 (531)', ''),
('floorplanning', 'die_width', '485.4', 'um'),
('global_routing', 'first_global_vias', '50090', ''),
('floorplanning', 'floorplan.core_util', '30.15', '%'),
('power_and_ir_drop', 'p_total', '15.98', 'mW'),
('setup_path', 'critical_path_class', 'input pin to output port', ''),
('layout', 'fillCellCount', '23340', ''),
('sta', 'setup_violations', '32', ''),
('drt', 'drc', '0', ''),
('floorplanning', 'design.die.area', '0.2356', 'mm^2'),
('logic_synthesis', 'syn_area_per_cell', '10.64', 'um^2'),
('place', 'place.gp.congestion', '0.9941', ''),
('logic_synthesis', 'dominantRegCellSynth', 'dlxtp_1', ''),
('drt', 'met2_wirelength', '112800', 'um'),
('drt', 'routed-wl-met3', '24290', 'um'),
('setup_path', 'timing.critical_path.from_type', 'input pin', ''),
('setup_path', 'setup.worst_path.start', 'ALUM2Reg', ''),
('logic_synthesis', 'synthesis.area', '0.07011', 'mm^2'),
('clock_network', 'hold_buf_cts', '0', ''),
('drt', 'postRouteAntennaNets', '0', ''),
('sta', 'unclocked_regs', '2080', ''),
('global_routing', 'globalRouteTotalUtil', '21.67', '%'),
('drt', 'drt_iter0_markers', '4226', ''),
('logic_synthesis', 'ys_async_rst_share', '0', '%'),
('job', 'maxCapViolations', '0', ''),
('place', 'dp.final_hpwl', '161100', 'um'),
('floorplanning', 'number_of_standard_cell_rows_in_the_floorplan', '177', ''),
('logic_synthesis', 'yosys.area.top_type_share', '44.50', '%'),
('power_and_ir_drop', 'sw_frac_of_total', '59.43', '%');
timing repair:
action,4_1_cts,5_1_grt
gates resized,187,17
endpoints found under the setup margin,32,32
endpoints found under the hold margin,0,0
buffers inserted,21,4
cloned,4,0
pin swaps,3,2
routing by layer:
metal / GRT usage (%) / vias to the layer above
met2: 32.47 / 2235
met5: 0.5511 / -
met1: 29.76 / 26440
met4: 8.228 / 26
met3: 6.338 / 441
li1: - / 23310
worst min path at each step:
stage | start | to | depth (start not counted)
finish | result[1] | write_data[1] | 4
global route | result[1] | write_data[1] | 4
CTS | result[2] | write_data[2] | 4
through the flow:
step / setup slack (ns) / utilization (%)
final: -0.3284 / 31.56
after global routing: -0.3408 / 31.55
after CTS: -0.3370 / 31.55
after detailed placement: -0.7990 / 31.40
after global placement: -0.8187 / 31.40
after floorplan: -0.04516 / -
worst max-delay path, stage by stage:
cell    delay (ns)
buf_16        0.15
buf_16        0.15
buf_12        0.12
buf_6         0.10
mux2_4        0.29
buf_6         0.11
sequential cells by signal, summed over array words and instances (netlist names):
signal and flops:
register 2048, data_stream 32
layout by cell type, fill, tap and decap left out, types with 7 or more instances in the layout:
cell type,Yosys,layout
dlxtp_1,2080,2080
mux2_2,1699,1672
a221oi_1,368,368
a22oi_1,289,289
buf_4,85,288
a21o_1,176,176
o21ai_0,125,121
mux2i_1,117,117
a211oi_1,114,114
nor3_1,135,69
a21oi_1,68,68
nor3_2,1,66
o22ai_1,64,64
a22o_1,57,57
o2bb2ai_1,56,56
nor2b_1,59,54
buf_2,63,45
nor2_2,32,34
nand4_1,33,33
o22a_1,30,30
mux2_1,30,30
mux2_4,0,27
buf_6,63,27
nand2_1,34,26
dlygate4sd2_1,0,24
nor2_8,20,20
a21o_2,17,17
mux4_2,14,14
nand2_2,1,9
nand2b_1,10,9
diode_2,0,8
nor4_4,8,8
nand3_4,8,8
a31oi_1,7,7
nor2b_2,4,7
and2b_1,7,7
o221ai_1,7,7
clkbuf_8,24,7
layout make-up:
cell class	count	area, um^2	share of cell area, %
diodes	8	20.02	0.02728
inverters	4	27.53	0.03751
multi-input cells	3662	34960	47.64
flip-flops and latches	2080	31230	42.56
well taps	3043	3807	5.188
repair buffers	413	3343	4.556
power by group through the flow:
stage	combinational [mW]	sequential, mW	clock [mW]
after CTS	14.4	1.20	0
after global routing	15.4	1.20	0.000000338
logic make-up after synthesis:
family	count (synthesis)
AND-OR/OR-AND	1394
latches	2080
multiplexers	1860
buffers and inverters	844
AND/OR/NAND/NOR	408
Power and IR drop assume default switching activity.
