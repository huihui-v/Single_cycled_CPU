`/design/flow/config.mk`:
```
export PLATFORM = sky130hd
export DESIGN_NAME = ControlUnit
export DESIGN_NICKNAME = ControlUnit
export VERILOG_FILES = /design/flow/design.v
export SDC_FILE = /design/flow/constraint.sdc
export NUM_CORES = 4
export LEC_CHECK = 1
export CORE_AREA = 10 10 70 70
export DIE_AREA = 0 0 80 80
```
`/design/flow/constraint.sdc`:
```
current_design ControlUnit

set clk_period 1.4
set clk_io_pct 0.2

create_clock -name clk0 -period $clk_period

set non_clock_inputs [all_inputs -no_clocks]
set_input_delay [expr $clk_period * $clk_io_pct] -clock clk0 $non_clock_inputs
set_output_delay [expr $clk_period * $clk_io_pct] -clock clk0 [all_outputs]
```
`/design/flow/design.v`:
```
`timescale 1ns / 1ps
module ControlUnit(
	input [5:0]Op, 
	input zero, 
	output PCWre, 
	output ALUSrcB, 
	output ALUM2Reg, 
	output RegWre,
	output InsMemRw, 
	output RD, 
	output WR, 
	output ExtSel, 
	output RegDst, 
	output [2:0] ALUOp, 
	output PCSrc
    );
	parameter _add=6'b000000, _addi=6'b000001, _sub=6'b000010, _ori=6'b010000,
				 _and=6'b010001, _or=6'b010010, _move=6'b100000, _sw=6'b100110,
				 _lw=6'b100111, _beq=6'b110000, _halt=6'b111111;
	reg ADD, ADDI, SUB, ORI, AND, OR, MOVE, SW, LW, BEQ, HALT;
	always@(Op) begin
		ADD = 0;
		ADDI = 0;
		SUB = 0;
		ORI = 0;
		AND = 0;
		OR = 0;
		MOVE = 0;
		SW = 0;
		LW = 0;
		BEQ = 0;
		HALT = 0;
		case(Op)
			_add: ADD = 1;
			_addi: ADDI = 1;
			_sub: SUB = 1;
			_ori: ORI = 1;
			_and: AND = 1;
			_or: OR = 1;
			_move: MOVE = 1;
			_sw: SW = 1;
			_lw: LW = 1;
			_beq: BEQ = 1;
			_halt: HALT = 1;
		endcase
	end
	assign PCWre = !HALT;
	assign ALUSrcB = ADDI || ORI || SW || LW;
	assign ALUM2Reg = LW;
	assign RegWre = !(SW || BEQ || HALT);
	assign InsMemRw = 0;
	assign RD = !SW;
	assign WR = !LW;
	assign ExtSel = ADDI || SW || LW || BEQ;
	assign RegDst = ADD || SUB || AND || OR || MOVE;
	assign ALUOp = {AND, ORI || OR, SUB || ORI || OR || BEQ};
	assign PCSrc = BEQ && zero;
endmodule
```
`/design/flow/run.sh`:
```
#!/bin/bash
# OpenROAD 26Q1-2900-gdf79404cd8, Yosys 0.63+post, stock flow scripts
make -C /OpenROAD-flow-scripts/flow DESIGN_CONFIG=/design/flow/config.mk WORK_HOME=/design/flow/orfs finish
```
==> Changelog: implementation <==
### Metrics

- Worst setup SP type: primary input
- Filler cells: between 300 and 400
- Final HPWL DP: 950 um
- Die area: around 6400 um^2
- Sw Pwr: a little under 60 uW
- Final Instance Area: 663 um^2
- Final Util: 19.4%
- Non-filler cells in the finished layout: 118
- Flop area: 0 um^2
- Number of global-route vias before repair: 398
- Final hold vios: 0
- Pins over their slew limit: 0
- Seq cells: 0
- CP max FO: 5
- Row Count: 21
- Core area: 3420 um^2
- Layout Area Growth over Synthesis: 122%
- Tool warning count: 34
- Yosys Chip Area: 299 um^2
- Outcome: finished with violations
- # Cells Yosys: 40
- Lkg Pwr: just under 0.3 nW
- Syn_area_per_cell: 7.48 um^2
- Antenna cells: 0
- Max Fclk: 633 MHz
- Aggregate global-route resource usage: between 3 and 4%
- Setup CP Type: in2out
- First-pass GRT wire length: 1970 um
- Hold WC Path Type: in2out
- Failing checks: negative setup slack
- Min cycle time layout: 1580 ps
- DRC: 0
- Unrepaired setup endpoints after global routing: yes
- Sequential share of power: 0%
- Die Ht: 80 um
- Sequential fraction of the synthesis area: 0%
- Wire per inst: 10.6 um
- Initial antenna violation count: 0
- Largest net degree at the start of global routing: 7
- Comb. cell area: 277 um^2
- Drt first pass iters: 4
- GP Congestion: 0.737
- Post-DP Area: between 500 and 600 um^2
- Routed wire length: about 1200 um
- Clock power share: 0%
- Max-area cell share: 11.3%
- PortBufs: 19
- Synthesized area: 299 um^2
- Total gr overflow: 0
- Post-DRT Antenna Nets: 0
- DP Cell Count: ~110
- CP Capture Type: primary output
- Avg Vias per Cell: approximately 3.4
- Post-CTS Hold Buffers: 0
- Design Power: around 150 uW
- Number of max-cap violations: 0
- Power Internal: 86.9 uW
- DRT iter0 DRCs: 24
- Setup TNS: -356 ps
- CP Data Required Time: 1120 ps
- Largest area contributor in the netlist: buf_6
- Post-Syn Instances: 40
- Setup violations, final: 3
- Post-synth cell types: 28
- Place WS: -783 ps
- Final Cycle Share: 113%
- Hold_ws: 893 ps
- Routed via count: between 400 and 500
- Biggest area cells: buf_6, nor3b_2, nor3_1, buf_4, a211oi_2
- VDD IR max: 0.0000488 V
- PD cells: 219 nW/um^2
- Clock buffers: 0
- Yosys warns: 1
- Switching Share: 40.1%
- Post-route worst setup slack: -180 ps
- Combinational Power Share: 100.0%
- Fraction of layout cells with a size suffix above 1: about 65%
- Starting Density: between 8 and 9%
- Die Wd: 80 um
- IO Count: 20
- Critical path arrival: between 1000 and 1500 ps
[critical path, stage by stage]
cell      delay [ps]
buf_8            110
or3_4            390
buf_6            130
buf_6            100
a211oi_2         170
buf_2            120
[per-layer routing]
layer,vias up,routed length (um),track usage [%]
li1,203,-,-
met5,-,0,0
met4,0,0,0
met2,16,517,5.46
met3,0,120,1.36
met1,184,608,5.28
[cell usage after synthesis]
library cell	instances
buf_6	3
nand2_1	3
nor3_1	3
buf_2	2
buf_4	2
nand2b_1	2
nor2_1	2
nor3b_2	2
o21ai_1	2
a211oi_2	1
a21boi_1	1
a21o_1	1
a2bb2oi_1	1
and2_1	1
conb_1	1
inv_1	1
mux2_1	1
nand3_1	1
nand3_2	1
nand4bb_1	1
nor3_2	1
nor3b_1	1
nor4_2	1
o22ai_1	1
or2_1	1
or3_4	1
or3b_1	1
xor2_1	1
[power by group through the flow]
stage	Sequential, mW	Combinational [mW]	Clock [mW]
after CTS	0	0.136	0
after global routing	0	0.157	0
final	0	0.145	0
[path summary, 6_finish.rpt]
check / depth (start not counted) / endpoint / slack, ps / startpoint
worst min-delay path: 4 / WR / 890 / Op[0]
worst max-delay path: 6 / ALUOp[0] / -180 / Op[2]
[layout by cell type (no fill, tap or decap), drive strengths merged]
| master | instances |
|---|---|
| clkbuf | 2 |
| dlygate4sd2 | 2 |
| a2bb2oi | 1 |
| a211oi | 1 |
| nor3 | 4 |
| nand4bb | 1 |
| a21boi | 1 |
| conb | 1 |
| mux2 | 1 |
| clkdlybuf4s50 | 1 |
| nor2 | 2 |
| inv | 1 |
| nand2 | 3 |
| nor3b | 3 |
| or2 | 1 |
| nand3 | 2 |
| a21o | 1 |
| buf | 34 |
| nor4 | 1 |
| and2 | 1 |
| or3 | 1 |
| or3b | 1 |
| xor2 | 1 |
| nand2b | 2 |
| o21ai | 2 |
| o22ai | 1 |
[cell families (layout without fill, tap and decap cells)]
logic type      count (synthesis)  after routing  share of synthesized area, %
xor+xnor                        1              1                          2.93
other cells                     1              1                          1.25
compound gates                  7              7                          17.6
buf+inv                         8             40                          20.9
mux                             1              1                          3.77
simple gates                   22             22                          53.6
[cell type report]
| class | instances | area share, % |
|---|---|---|
| repair buffers | 39 | 49.1 |
| multi-input cells | 32 | 41.7 |
| inverters | 1 | 0.566 |
| well taps | 46 | 8.68 |
[repair_timing]
action                     CTS  global route
gates resized               72            16
buffers inserted             8             0
setup endpoints to repair   12             9
pin swaps                    8             8
Power figures rest on the tool's default switching activity, not on a simulated workload.
